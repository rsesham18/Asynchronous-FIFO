**flow/run.sh**
```bash
#!/bin/bash
# OpenROAD 26Q1-2900-gdf79404cd8, Yosys 0.63+post, stock flow scripts
make -C /OpenROAD-flow-scripts/flow DESIGN_CONFIG=/design/flow/config.mk WORK_HOME=/design/flow/orfs finish
```
**flow/config.mk**
```make
export PLATFORM = sky130hd
export DESIGN_NAME = write_ptr
export DESIGN_NICKNAME = write_ptr
export VERILOG_FILES = /design/flow/design.v
export SDC_FILE = /design/flow/constraint.sdc
export NUM_CORES = 4
export LEC_CHECK = 1
export CORE_AREA = 10 10 87 87
export DIE_AREA = 0 0 97 97
```
**flow/constraint.sdc**
```tcl
current_design write_ptr

set clk_period 2.5
set clk_io_pct 0.2

create_clock -name clk0 -period $clk_period [get_ports {wr_clk}]

set non_clock_inputs [all_inputs -no_clocks]
set_input_delay [expr $clk_period * $clk_io_pct] -clock clk0 $non_clock_inputs
set_output_delay [expr $clk_period * $clk_io_pct] -clock clk0 [all_outputs]
```
**flow/design.v**
```verilog
interface async_fifo_if #(parameter DATA_SIZE = 8, ADDR_SIZE = 8);
  logic [DATA_SIZE-1:0] wr_data;
  logic wr_inc;
  logic wr_clk;
  logic wr_rstn;
  logic [DATA_SIZE-1:0] rd_data;
  logic rd_inc;
  logic rd_clk;
  logic rd_rstn;
  logic wr_full;
  logic rd_empty;
  int uniq_id;
  modport master (
    input wr_clk, wr_rstn,
    output wr_data, wr_inc, wr_full,
    input rd_clk, rd_rstn,
    output rd_data, rd_inc, rd_empty
  );
endinterface
module write_ptr #(parameter Addr_Width=8)(wr_clk, wr_rstn, wr_en,  rd_ptr_sync,  wr_addr, wr_ptr, full, half_full);
	input bit wr_clk, wr_rstn, wr_en;
	input logic [Addr_Width:0] rd_ptr_sync;
	output bit full, half_full;
	output logic [Addr_Width:0] wr_addr, wr_ptr;
	logic wr_full;
	logic [Addr_Width:0]wr_addr_next; 
	logic [Addr_Width:0]wr_ptr_next;
	assign wr_addr_next= wr_addr + (wr_en & !full);  
	assign wr_ptr_next= (wr_addr_next>>1)^wr_addr_next;  
	always_ff@(posedge wr_clk or negedge wr_rstn)
	begin
		if(!wr_rstn)
		begin
			wr_addr<='0;  
			wr_ptr<='0;   
		end 
		else begin
			wr_addr<=wr_addr_next; 
			wr_ptr<=wr_ptr_next; 
		end
	end
	always_ff@(posedge wr_clk or negedge wr_rstn)
	begin
		if(!wr_rstn)
			full<=0;
		else
			full<=wr_full;
	end
	assign wr_full= (wr_ptr_next=={~rd_ptr_sync[Addr_Width-1],rd_ptr_sync[Addr_Width-2:0]}); 
	assign half_full = (wr_ptr >= (1 << (Addr_Depth-1))); 
endmodule
```
==> commit_impl_results.txt <==
Store results of the implementation flow

- STA classifies the critical path startpoint as a primary input.
- TritonRoute output was used to compute an average wire per cell of between 10 and 15 um.
- Clock Power Share: between 10% and 20%
- Counting endpoints that fail hold in the final report gives 0.
- Compared with the post-synthesis result, the final layout area differs by 58.3%.
- The clock arrives with 5.06 ps of skew.
- Final worst setup slack: 135 ps
* Final core utilization: 30.1%
- The via count of the first global-routing pass is 855.
- In the final report, the number of endpoints failing setup comes to 0.
* Area of the core region: 0.00564 mm2
- Ranked by instance count, the synthesized netlist is headed by dfrtp_1 (18), xnor2_1 (14), xor2_1 (11).
* Final wirelength: ~2600 um
- Tightest Hold Check Type: primary input to async pin
- Top post-synthesis cells by area: dfrtp_1 (42%), xnor2_1 (11%), xor2_1 (9.0%)
* Wire length of the first global-routing pass: 4310 um
- Of the total power, the share spent switching nets is 34.3%.
* Count of library flops with an enable pin: 0
* TritonCTS clock tree: done
- Routability cong.: 0.814
- Prior to clock tree synthesis, the placed netlist has a worst setup slack of -391 ps.
- Outcome: finished clean
* Post-synthesis cell type count: 33
- Number of top-level design ports: 32
- In the Yosys report the total cell count is 95.
- Syn Area/Cell: between 10 and 15 um2
* Number of optimization iterations in the first detailed-route pass: 4
- The mapped netlist covers 0.00107 mm2.
* Setup repair after global routing missed its margin: no
- The switching component of the power was reported as 690 uW.
- Routed vias/inst: 3.85
- X dimension of the die: 97 um
- The synthesis report names the predominant flop master as dfrtp_1.
- In the final timing run, aggregate negative setup slack is 0 ps.
- Clock latency reported for the late side of the worst-skew pair: 250 ps
* Via count: 832
* Top logic family: XOR/XNOR gates
- Number of slew-limit violations in the final report: 0
- Crit. End Element: flop
- Die height: ~97 um
- Part of the total power dissipated in sequential elements: roughly 29%
* VDD IR-drop max: 0.786 mV
* Floorplan-stage core utilization: 19.0%
- Final worst path period need: 2360 ps
- Cell-internal power: about 1.3 mW
- Maximum number of pins on one net before global-route repair: 19
- For this run, asynchronously set or reset flops after synthesis account for around 100%.
* Cell type with the highest aggregate area in the netlist: dfrtp_1
- The initial antenna violation count is 0.
- Fraction of the mapped netlist area in compound gates: 11.4%
- Placed instance area: 0.00156 mm2
- Power comes to 2.01 mW.
- Max clock buf depth: 2
- Clock edge transition at the registers on the reported setup and hold paths: around 70 ps
- Fa+ha+maj area frac: between 3 and 4%
- Die Outline Area: 0.00941 mm2
- All-Layer GR Usage: under 10%
- Yosys xor share: 22.8%
- During synthesis, Yosys emitted a total of 3 warnings.
- Depth of the CTS H-tree: 1
* Multiplexer share of the synthesized area: 0.932%
- Combinational cell fraction of total power: 61.1%
- Violation count after the first detailed-route iteration: 52
- Count of buffers inserted at the top-level ports: 29
- Fmax: 0.423 GHz
- Leakage power figure: 0.725 nW
* Remaining max-slew budget at the tightest pin: 66.0%
- #FFs+latches synth: 18
- Dividing total power by cell area gives a power density of about 1200 mW/mm2.
- Diode insertion count for antenna repair: 0
- Top-count cell post-synth: dfrtp_1
- OpenROAD reports that the post-layout worst path occupies 94.6% of the period.
- Summed over all layers, the global routing overflow is 0.
- Actual transition at the worst max-transition pin: about 510 ps
- Once detail routing completed, the nets flagged for antenna violations numbered 0.
- Number of buffers created by CTS: 3
- Of the cells placed in the final design, the portion with a size suffix greater than 1 is 29.2%.
- The report puts the hold buffer count at CTS at 0.
- Max-cap viol count: 0
* Area share of the largest cell type after synthesis: 42.0%
- The critical path is of the primary input to flop type.
- Chip area from the yosys synthesis statistics: 0.00107 mm2
- The clock net in this run drives a total of 18 sinks.
- Post-detailed-route DRC marker count: 0
- Root buffer selected by CTS: clkbuf_8
- In the synthesized netlist, the number of instances is 95.
- In this run the worst path has a maximum fanout of 6.
* Critical Path RT: 2630 ps
* Yosys simple share: between 10% and 20%
* Number of warnings in the stage logs: 27
* Final standard cell area without fillers: 0.00170 mm2
* Arr. time, crit path: 2500 ps
* Number of fillers in the final layout: 579
* Proportion of synthesized chip area in sequential cells: 42.0%
* DP Wirelength: 1890 um
- For reference, the placement row count at floorplan is 27.
## cells by family (layout without fill, tap and decap cells)
logic type,count (synthesis),count (layout)
compound gates,13,13
xor+xnor,26,26
fa+ha+maj,3,3
buf+inv,10,59
flops,18,18
mux,1,1
other cells,1,1
simple gates,23,23
## power groups by stage
stage	clock (mW)	sequential [mW]	combinational, mW
6_report	0.206	0.575	1.23
4_1_cts	0.214	0.576	1.24
5_1_grt	0.231	0.597	1.35
## flip-flops by register name, indices dropped and copies added (netlist names)
name,cells
wr_addr,9
full,1
wr_ptr,8
## per-layer routing
layer	global-route usage [%]	share of wire, %
met3	2.22	7.4
met2	7.72	43
met1	8.11	50
met5	0	0
met4	0.338	0
## path summary, 6_finish.rpt
kind	startpoint	slack, ps	cells after the start	to
worst max-delay path	wr_en	140	13	full
worst min-delay path	wr_rstn	580	2	wr_ptr[7]
worst max register to register	full	230	10	full
worst min register to register	wr_addr[8]	580	1	wr_ptr[7]
max in group asynchronous	wr_rstn	1720	2	wr_addr[7]
min in group clk0	wr_addr[8]	580	1	wr_ptr[7]
## metrics by stage
step	hold WS (ps)	std cells
detailed placement	579	210
CTS	580	216
floorplan	204	95
global route	594	216
finish	575	216
global placement	573	210
## worst max-delay path, cell delays in order
cell and delay (ps):
dlygate4sd2_1 230, nor2b_4 130, ha_4 160, ha_4 160, buf_4 130, buf_4 150, nand2b_4 140, o22ai_4 200
a311oi_4 60, buf_4 170, or3_1 300, nand4_1 100, nor4_2 60
## repair_timing
action,CTS,global route
gates resized,13,0
buffers inserted,3,0
setup endpoints to repair,1,1
endpoints found under the hold margin,0,0
pin swaps,9,1
## cell usage in the layout, fill, tap and decap left out, types with 2 or more instances in the layout
master | netlist | routed
nand4_1 | 3 | 3
ha_4 | 0 | 2
nor4_2 | 1 | 2
xnor2_1 | 14 | 12
xor2_1 | 11 | 11
inv_1 | 2 | 2
nand2_1 | 6 | 6
nand3_1 | 2 | 2
a21oi_1 | 5 | 5
and3_1 | 2 | 2
buf_4 | 5 | 24
dfrtp_1 | 18 | 18
clkdlybuf4s50_1 | 0 | 28
clkbuf_8 | 0 | 3
## final cells by class
type	instances	area [um2]	share of cell area [%]
sequential	18	450	26.5
tap	72	90.1	5.30
multi-input combinational	67	629	37.0
inverter	2	7.51	0.442
clock buffer	3	41.3	2.43
timing repair buffer	54	480	28.3
Power figures rest on the tool's default switching activity, not on a simulated workload.
