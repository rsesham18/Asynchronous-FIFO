==> flow/design.v <==
interface async_fifo_if #(parameter DATA_SIZE = 8, ADDR_SIZE = 8);
  logic [DATA_SIZE-1:0] wr_data;
  logic wr_inc;
  logic wr_clk;
  logic wr_rstn;
  logic [DATA_SIZE-1:0] rd_data;
  logic rd_inc;
  logic rd_clk;
  logic rd_rstn;
  logic wr_full;
  logic rd_empty;
  int uniq_id;
  modport master (
    input wr_clk, wr_rstn,
    output wr_data, wr_inc, wr_full,
    input rd_clk, rd_rstn,
    output rd_data, rd_inc, rd_empty
  );
endinterface
module read_ptr #(parameter Addr_Width=8)( rd_clk, rd_rstn, rd_en,   wr_ptr_sync,  rd_addr, rd_ptr,  empty, half_empty);
	input bit rd_clk,rd_rstn, rd_en;
	input logic [Addr_Width:0]  wr_ptr_sync;
	output bit empty, half_empty;
	output logic [Addr_Width:0] rd_addr, rd_ptr;
 	logic rd_empty;
	logic [Addr_Width:0] rd_addr_next;
	logic [Addr_Width:0] rd_ptr_next;
	assign rd_addr_next= rd_addr + (rd_en & !empty);  
	assign rd_ptr_next=(rd_addr_next>>1)^rd_addr_next;  
	assign rd_empty= (wr_ptr_sync == rd_ptr_next);  
	always_ff@(posedge rd_clk or negedge rd_rstn)
begin
	if(!rd_rstn)
		begin
		rd_addr<=0;  
		rd_ptr<=0;
		end 
	else begin
		rd_addr<=rd_addr_next; 
		rd_ptr<=rd_ptr_next; 
	end
end
	always_ff@(posedge rd_clk or negedge rd_rstn)
begin
if(!rd_rstn)
	empty<=1; 
else
	empty<=rd_empty;
end
endmodule
==> flow/run.sh <==
#!/bin/bash
# OpenROAD 26Q1-2900-gdf79404cd8, Yosys 0.63+post, stock flow scripts
make -C /OpenROAD-flow-scripts/flow DESIGN_CONFIG=/design/flow/config.mk WORK_HOME=/design/flow/orfs finish
==> flow/config.mk <==
export PLATFORM = sky130hd
export DESIGN_NAME = read_ptr
export DESIGN_NICKNAME = read_ptr
export VERILOG_FILES = /design/flow/design.v
export SDC_FILE = /design/flow/constraint.sdc
export NUM_CORES = 4
export LEC_CHECK = 1
export CORE_AREA = 10 10 89 89
export DIE_AREA = 0 0 99 99
==> flow/constraint.sdc <==
current_design read_ptr

set clk_period 4.3
set clk_io_pct 0.2

create_clock -name clk0 -period $clk_period [get_ports {rd_clk}]

set non_clock_inputs [all_inputs -no_clocks]
set_input_delay [expr $clk_period * $clk_io_pct] -clock clk0 $non_clock_inputs
set_output_delay [expr $clk_period * $clk_io_pct] -clock clk0 [all_outputs]
==> Changelog: implementation <==
### Metrics

* Clock latency on the worst-skew pair at 0.26 ns
* Core area at 5990 µm²
* Rows at 28
* WL/cell at 13.0 µm
* Number of antenna violations at the first check in global routing at 0
* Proportion of layout cells with a drive suffix above 1 at 8.97%
* Switching power total at 0.000330 W
* Critical setup path kind: input port to flip-flop
* First-iteration detailed-routing DRC count at 65
* Endpoint arrival time on the critical path at roughly 3.6 ns
* FFs w/ async S/R, synth at 100%
* Critical Path Start: rd_en
* Summed negative setup slack over all endpoints at 0 ns
* Number of port buffers at 30
* Number of H-tree levels at 1
* CP startpoint kind: input port
* Wire length of the first global-routing pass at 4910 µm
* Average via count per standard cell at 4.14
* Number of enable flip-flop cells at 0
* Number of fill cells in the layout at 632
* Most repeated cell in the gate-level netlist after synthesis: sky130_fd_sc_hd__xnor2_1
* Layout overhead on the synthesized area at 27.0%
* Pre-Place Util at 20.9%
* Fraction of power spent switching nets at 35.6%
* Clock root buffer: sky130_fd_sc_hd__clkbuf_8
* Pin count of the biggest net entering global routing at 19
* Number of antenna-violating nets in the routed design at 0
* Final standard cell utilization of the core at 26.5%
* Primary FF master, synth: sky130_fd_sc_hd__dfrtp_1
* # Max-Cap Violations at 0
* Detailed Place HPWL at 2300 µm
* Sequential cell area at 452 µm²
* Final hold violation count at 0
* Final setup slack of the worst path at slightly above 0.9 ns
* Biggest area cells: sky130_fd_sc_hd__dfrtp_1, sky130_fd_sc_hd__xnor2_1, sky130_fd_sc_hd__xor2_1, sky130_fd_sc_hd__clkbuf_8, sky130_fd_sc_hd__buf_6
* Total via count in the routed design at between 900 and 1,000
* Element type at the critical path end: flip-flop
* Max Clock Skew at 0.00870 ns
* Tool warning count at 26
* Hold Path Class: flip-flop to flip-flop
* Peak fanout along the critical path at 10
* Chip footprint at 9800 µm²
* CTS resizes at 0
* Power Dens Cells at roughly 600 nW/µm²
* Post-CTS Setup Repair Bufs at 0
* Slew Viols, Final at 0
* RSZ-0062 raised after global routing: false
* Clock buffer count from CTS at 3
* Clock tree from TritonCTS: built
* Area of the mapped netlist at ~1300 µm²
* Area taken by multi-input logic gates at 669 µm²
* Sequential fraction of design power at 34.2%
* Final estimated routing congestion in global placement at 0.809
* Data required, critical path at 4.47 ns
* CTS hold repair buffers at 0
* Clock Path Buffers at 2
* YS warnings at 2
* Post-synthesis average cell area at 10.3 µm²
* Vias in the first global route at roughly 940
* Internal Power at 0.000597 W
* Register bit count reported by yosys at 18
* Antenna diode count at 0
* Number of distinct library cell variants in the gate-level netlist after synthesis at 39
* Die outline height at roughly 99 µm
* Cell type with the largest total area after synthesis: sky130_fd_sc_hd__dfrtp_1
* Remaining global-route overflow at 0
* Highest achievable clock rate at 296 MHz
* Count of instantiated cells in the yosys netlist at 121
* Hold wc startpoint: rd_addr[0]
* Horizontal die dimension at roughly 99 µm
* WL final at 2850 µm
* Number of iterations in the first detailed-routing pass at 4
* CTS clk-pin slew, worst paths at 0.08 ns
* Post-synth top area share at 34.0%
* Status: completed
* Worst slack, placed at 0.589 ns
* Register area share after synthesis at 36.1%
* Commonest cells post-synth: sky130_fd_sc_hd__xnor2_1, sky130_fd_sc_hd__dfrtp_1, sky130_fd_sc_hd__xor2_1, sky130_fd_sc_hd__nand3_1, sky130_fd_sc_hd__nand2_1
* Count of pins on the block boundary at 32
* Lkg Pwr at ~0.63 nW
* Total track usage at 6.04%
* Final critical-path required period at 3.38 ns
* Final setup vio count at 0
* Share of power burned in combinational logic at 50.3%
* # clock sinks at 18
* Post-layout period usage of the worst path at 78.6%
* Count of unresolved DRC violations after routing at 0
* Origin of the critical flop-to-flop path: empty
* Largest voltage drop on the vdd net at 0.000253 V
* Count of mapped cells out of synthesis at 121
* Proportion of power drawn by the clock network at 15.6%
* Total cell area reported by yosys after synthesis at 1250 µm²
-- cell type report --
type                            count  area share, %
Timing Repair Buffer               31           19.4
Clock buffer                        4           3.46
Tap cell                           75           5.91
Multi-Input combinational cell     89           42.1
Inverter                            3          0.709
Sequential cell                    18           28.4
-- routing by layer --
metal  global-route usage, %  vias up  part of all wire (%)  wire, µm
li1                        -      452                     -         -
met2                    9.87       26                    47      1340
met3                    1.76        4                   5.4       154
met1                    8.03      428                    47      1330
met5                       0        -                     0         0
met4                   0.441        0                  0.77        22
-- worst paths after layout --
kind,slack [ns],cells after the start,end
worst max-delay path,0.92,10,empty
worst min-delay path,0.58,1,rd_addr[0]
worst max register to register,1.56,9,empty
worst min register to register,0.58,1,rd_addr[0]
max in group asynchronous,3.12,2,empty
min in group asynchronous,0.92,2,rd_addr[1]
-- worst max-delay path, cell delays in order --
cell                              delay, ns
sky130_fd_sc_hd__clkdlybuf4s50_1       0.44
sky130_fd_sc_hd__nor2b_1               0.17
sky130_fd_sc_hd__ha_1                  0.17
sky130_fd_sc_hd__ha_1                  0.44
sky130_fd_sc_hd__xor2_4                0.23
sky130_fd_sc_hd__xor2_2                0.18
sky130_fd_sc_hd__xnor2_1               0.14
sky130_fd_sc_hd__o211ai_1              0.10
sky130_fd_sc_hd__or4_1                 0.52
sky130_fd_sc_hd__nor4_1                0.28
-- kinds of logic (layout without fill, tap and decap cells) --
| kind of cell | Yosys count | count (layout) | share of synthesized area, % |
|---|---|---|---|
| simple gates | 35 | 35 | 16.5 |
| xor+xnor | 31 | 31 | 23.8 |
| compound gates | 19 | 19 | 9.90 |
| flops | 18 | 18 | 36.1 |
| buf+inv | 14 | 38 | 10.4 |
| fa+ha+maj | 3 | 3 | 3.00 |
| other cells | 1 | 1 | 0.300 |
-- flip-flops by register name, indices dropped and copies added, names as in the netlist --
| name | flops |
|---|---|
| rd_addr | 9 |
| rd_ptr | 8 |
| empty | 1 |
-- power by group through the flow --
stage	logic (W)	registers, W	clock network, W
6_report	0.000466	0.000317	0.000144
4_1_cts	0.000481	0.000320	0.000149
5_1_grt	0.000532	0.000331	0.000157
-- cell usage in the layout (no fill, tap or decap), types with 2 or more instances in the layout --
| cell type | Yosys | routed |
|---|---|---|
| sky130_fd_sc_hd__a31oi_1 | 3 | 3 |
| sky130_fd_sc_hd__xor2_1 | 9 | 9 |
| sky130_fd_sc_hd__nand3_1 | 8 | 8 |
| sky130_fd_sc_hd__nor2_1 | 5 | 5 |
| sky130_fd_sc_hd__ha_1 | 3 | 3 |
| sky130_fd_sc_hd__and2_1 | 2 | 2 |
| sky130_fd_sc_hd__inv_1 | 3 | 3 |
| sky130_fd_sc_hd__o21ai_0 | 3 | 3 |
| sky130_fd_sc_hd__o211ai_1 | 3 | 3 |
| sky130_fd_sc_hd__and3b_1 | 2 | 2 |
| sky130_fd_sc_hd__dfrtp_1 | 17 | 17 |
| sky130_fd_sc_hd__clkdlybuf4s50_1 | 0 | 30 |
| sky130_fd_sc_hd__xnor2_1 | 20 | 20 |
| sky130_fd_sc_hd__nand2_1 | 6 | 6 |
| sky130_fd_sc_hd__a21oi_1 | 4 | 4 |
| sky130_fd_sc_hd__nor2b_1 | 2 | 2 |
| sky130_fd_sc_hd__clkbuf_8 | 4 | 4 |
-- through the flow --
stage	total power, W	hold WS [ns]	instance area (µm²)	std cells
2_1_floorplan	0.000647	0.523	1250	121
5_1_grt	0.00102	0.630	1590	220
3_3_place_gp	0.000803	0.576	1530	216
4_1_cts	0.000950	0.593	1590	220
6_report	0.000927	0.585	1590	220
3_5_place_dp	0.000801	0.571	1530	216
Power figures rest on the tool's default switching activity, not on a simulated workload.
