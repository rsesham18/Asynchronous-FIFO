==> flow/design.v <==
interface async_fifo_if #(parameter DATA_SIZE = 8, ADDR_SIZE = 8);
  logic [DATA_SIZE-1:0] wr_data;
  logic wr_inc;
  logic wr_clk;
  logic wr_rstn;
  logic [DATA_SIZE-1:0] rd_data;
  logic rd_inc;
  logic rd_clk;
  logic rd_rstn;
  logic wr_full;
  logic rd_empty;
  int uniq_id;
  modport master (
    input wr_clk, wr_rstn,
    output wr_data, wr_inc, wr_full,
    input rd_clk, rd_rstn,
    output rd_data, rd_inc, rd_empty
  );
endinterface
module rd_2_wr_sync #(parameter Addr_Width=8)( wr_clk, wr_rstn, rd_ptr,  rd_ptr_sync);
input bit wr_clk, wr_rstn;
  input logic [Addr_Width:0]  rd_ptr;
  output logic [Addr_Width:0] rd_ptr_sync;
  logic [Addr_Width:0] rd_ptr1;
  always_ff@(posedge wr_clk) begin
    if(!wr_rstn) begin
      rd_ptr1 <= 0;
      rd_ptr_sync <= 0; 
    end
    else begin
      rd_ptr1 <= rd_ptr;
      rd_ptr_sync <= rd_ptr1; 
    end
  end
endmodule
==> flow/run.sh <==
#!/bin/bash
# OpenROAD 26Q1-2900-gdf79404cd8, Yosys 0.63+post, stock flow scripts
make -C /OpenROAD-flow-scripts/flow DESIGN_CONFIG=/design/flow/config.mk WORK_HOME=/design/flow/orfs finish
==> flow/config.mk <==
export PLATFORM = sky130hd
export DESIGN_NAME = rd_2_wr_sync
export DESIGN_NICKNAME = rd_2_wr_sync
export VERILOG_FILES = /design/flow/design.v
export SDC_FILE = /design/flow/constraint.sdc
export NUM_CORES = 4
export LEC_CHECK = 1
export CORE_AREA = 10 10 70 70
export DIE_AREA = 0 0 80 80
==> flow/constraint.sdc <==
current_design rd_2_wr_sync

set clk_period 1.0
set clk_io_pct 0.2

create_clock -name clk0 -period $clk_period [get_ports {wr_clk}]

set non_clock_inputs [all_inputs -no_clocks]
set_input_delay [expr $clk_period * $clk_io_pct] -clock clk0 $non_clock_inputs
set_output_delay [expr $clk_period * $clk_io_pct] -clock clk0 [all_outputs]
==> flow_summary.json <==
{
  "hold-worst-slack_ns": 0.454,
  "power.density_nw_per_um2": 1710,
  "ys_seq_share_pct": 71.8,
  "wl_um": 913,
  "r2r-end": "rd_ptr_sync[2]",
  "vias": 285,
  "cts_root_buffer": "clkbuf_4",
  "dp_cells": 102,
  "n_antenna_cell": 0,
  "vdd_drop_max_uv": 669,
  "fmax_ghz": 1.12,
  "cp_num_cells": 1,
  "grt_use_total_pct": 2.98,
  "finClkSkew_ns": 0.000274,
  "die_h_um": 80,
  "maxCapViolCount": 0,
  "fp_util_pct": 14.7,
  "hp-start": "rd_ptr1[6]",
  "clk_latency_ns": 0.28,
  "die_area_sq_um": 6400,
  "worst_slew_pin_slew_ns": 0.138,
  "cp-startpoint": "rd_ptr_sync[1]",
  "min_path_cells": 1,
  "antenna_found_initial": 0,
  "ys_cells": 37,
  "final-instance-count-excl-fill": 106,
  "fp.dieW_um": 80,
  "worst-path-buf-inv": 1,
  "setup_viol": 0,
  "ios": 20,
  "cts_buffers": 3,
  "startpoint_type": "register",
  "path_cells": "buf_2",
  "grt_max_degree": 19,
  "ys_chip_area_sq_um": 502,
  "grt_setup_unrepaired": "no",
  "pre_cts_slack_ns": -0.0973,
  "finalCriticalPeriod_ns": 0.894,
  "initialDrtViolationCount": 20,
  "routedWlPerCell_um": 8.61,
  "reg2reg_slack_ns": 0.42,
  "layout_top_cell": "dfxtp_1",
  "ys_warn_count": 1,
  "clock_sinks": 18,
  "hp-class": "reg2reg",
  "lay_top_cells": "dfxtp_1, and2_2, clkdlybuf4s50_1",
  "area_growth_pct": 47.6,
  "overflow": 0,
  "power.leakage_nw": 0.318,
  "cpPeakStageDelay_ns": 0.30,
  "fp.coreArea_sq_um": 3420,
  "syn_area_sq_um": 502,
  "relSlewSlack_pct": 90.8,
  "outcome": "completed",
  "critPathMaxFanout": 1,
  "htree_levels": 1,
  "slowest_stage": "dfxtp_1",
  "syn_avg_cell_area_sq_um": 13.6,
  "place.gp.congestion": 0.664,
  "final-hold-violation-count": 0,
  "cts_max_path_buffers": 2,
  "design_area_sq_um": 741,
  "grt_pass1_vias": 284,
  "cp.required_ns": 0.80,
  "netlist-cell-type-count": 4,
  "reg2reg_from": "rd_ptr1[2]",
  "p_total_mw": 1.27,
  "first_pass_iters": 2,
  "antenna_left": 0,
  "drive_gt1_share_pct": 51.7,
  "port-buffer-count": 19,
  "cts_tree": "built",
  "hold_buffers": 0,
  "tool_warnings": 25,
  "fin_ws_ns": 0.106,
  "critical_path_class": "reg2out",
  "placed_area_sq_um": 746,
  "drc": 0,
  "critPathArrivalTime_ns": 0.69,
  "end_kind": "primary output",
  "clk_pin_slew_ns": 0.09,
  "critPathTopFamily": "flip-flops",
  "synthCells": 37,
  "min_delay_worst_endpoint": "rd_ptr_sync[6]",
  "vias_per_cell": 2.69,
  "post_cts_buffers": 0,
  "period_used_pct": 89.4,
  "reg2reg_depth": 1,
  "grt_pass1_wl_um": 1430,
  "rows": 21,
  "ys.flops": 18,
  "timing.final.max_slew_violations": 0
}
## per-layer routing
metal  wire (um)  vias to the layer above  global-route usage [%]
met3          98                        0                    2.50
met5           0                        -                       0
met4           0                        0                   0.176
met1         350                      116                    2.75
met2         463                       12                    5.14
li1            -                      157                       -
## cell type report
type	instances	area [sq um]
clock buffer	4	36.3
multi-input combinational	18	130
fill	375	2680
sequential	18	364
tap	46	57.6
timing repair buffer	20	153
## repair_timing
item	in CTS	in global routing
gates cloned	0	0
resized	22	8
pin swaps	0	0
setup endpoints to repair	9	5
## where the power goes
group          internal [mW]  leakage, nW  switching [mW]  total, mW
combinational         0.0655        0.147          0.0204     0.0859
clock                  0.221       0.0210           0.203      0.424
sequential             0.751        0.150         0.00568      0.756
total                   1.04        0.318           0.229       1.27
## per-stage QoR
| stage | TNS (ns) | utilization, % |
|---|---|---|
| final | 0 | 21.7 |
| after CTS | 0 | 22.3 |
| after global routing | 0 | 21.7 |
| after detailed placement | -1.30 | 21.8 |
| after floorplan | 0 | - |
| after global placement | -1.02 | 21.8 |
## kinds of logic (layout without fill, tap and decap cells)
kind of cell	Yosys count	count (layout)	share of synthesized area (%)
DFF	18	18	71.8
and+or+nand+nor	18	18	25.9
buffers and inverters	1	24	2.24
## worst max-delay path by stage
stage,end,slack [ns]
CTS,rd_ptr_sync[7],0.008
global route,rd_ptr_sync[4],0.04
finish,rd_ptr_sync[1],0.11
## registers in the layout (all words and copies together), names as in the netlist
register,cells
rd_ptr_sync,9
rd_ptr1,9
## Yosys cell counts
master,n,area (sq um)
and2_2,14,105
and2_1,4,25.0
dfxtp_1,18,360
buf_6,1,11.3
Power is estimated from default activity; no workload was simulated.
